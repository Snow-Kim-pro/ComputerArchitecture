$ cat ./config.mk
export PLATFORM = sky130hd
export DESIGN_NAME = ALU
export DESIGN_NICKNAME = ALU
export VERILOG_FILES = /design/flow/design.v
export SDC_FILE = /design/flow/constraint.sdc
export NUM_CORES = 4
export LEC_CHECK = 1
export CORE_UTILIZATION = 40
$ cat ./constraint.sdc
current_design ALU

set clk_period 18.1
set clk_io_pct 0.2

create_clock -name clk0 -period $clk_period

set non_clock_inputs [all_inputs -no_clocks]
set_input_delay [expr $clk_period * $clk_io_pct] -clock clk0 $non_clock_inputs
set_output_delay [expr $clk_period * $clk_io_pct] -clock clk0 [all_outputs]
$ cat ./design.v
module ALU(in_1, in_2, control, bcond, result);
  input [31:0] in_1, in_2;
  input [3:0] control;
  output reg bcond;
  output reg [31:0] result;
  always @(*) begin
    case(control)
      0:
        result = in_1 + in_2;    
      1: 
        result = in_1 - in_2;
      2:
        result = in_1 & in_2;
      3:
        result = in_1 | in_2;
      4:
        result = in_1 ^ in_2;
      5:
        result = in_1 << in_2;
      6:
        result = in_1 >> in_2;
      default:
        result = 0;
    endcase
  end
  always @(*) begin
    case(control)
      7: begin
        if(in_1 == in_2) 
          bcond = 1;
        else 
          bcond = 0;
      end
      8: begin
        if(in_1 != in_2)
          bcond = 1;
         else
          bcond = 0;        
      end
      9: begin
        if(in_1 < in_2) 
          bcond = 1;
        else 
          bcond = 0;
      end
      10: begin
        if(in_1 >= in_2) 
          bcond = 1;
        else 
          bcond = 0;
      end
      default:
        bcond = 0;
    endcase
  end
endmodule
$ cat ./run.sh
#!/bin/bash
# OpenROAD 26Q1-2900-gdf79404cd8, Yosys 0.63+post, stock flow scripts
make -C /OpenROAD-flow-scripts/flow DESIGN_CONFIG=/design/flow/config.mk WORK_HOME=/design/flow/orfs finish
==> CHANGELOG.md <==
## Implementation

- Mapped Area: slightly below 9000 sq um
- Met2 wire length: between 15 and 20 mm
- Minimum clock period after layout: 11.72 ns
- Die W: 150 um
- Startpoint Class: primary input
- Final non-filler cell total: between 1500 and 2000
- GR Util All Layers: 38.1%
- Hold_ws: around 8.5 ns
- First-pass GRT wire length: about 62 mm
- CP required: ~14 ns
- Post-cts resize count: 0
- Ys cells: ~1300
- Worst-Margin Slew: 0.988 ns
- Area Growth Syn to Fin: 13.3%
- 1st-iter DRT viols: around 1200
- Die height: around 150 um
- First-pass DRT Iterations: 6
- Vias in the first global route: about 10000
- Final Util: a little under half
- Fillers: between 2000 and 2500
- Syn avg cell area: between 6 and 7 sq um
- Postcts setup bufs: 0
- Vias: 10514
- Slew Viols, Final: 0
- Final Hold Viols: 0
- Wirelength, routed: 42.2 mm
- Crit Path Class: in -> out
- Status: complete, no violations
- CP Max Fanout: 34
- Setup_tns: 0 ns
- Flop area: 0 sq um
- # Max-Cap Violations: 0
- CP arrival: between 8 and 9 ns
- RSZ-0062 raised after global routing: no
- Top Layer Used: met4
- Synth unique cells: a little under 70
- Routed Antenna Nets: 0
- Clk_buf instances: 0
- DP HPWL: between 30 and 40 mm
- Pwr Density: between 20 and 30 nW/um^2
- Die ar.: around 23000 sq um
- Post-CTS Hold Buffers: 0
- Placed cells: between 1500 and 2000
- Wl on met1: between 15 and 20 mm
- Pin count of the biggest net entering global routing: between 60 and 70
- Worst-case vdd ir drop: about 0.014 mV
- Metal3 WL: around 3.6 mm
- Post-Syn Instances: between 1000 and 1500
- Port Buf Inserts: just over 100
- Yosys warnings: 1
- Final number of setup-violating endpoints: 0
- DRC: 0
- Io pins: between 100 and 150
- Gp weighted congestion: between 1 and 1.5
- Via/cell ratio: ~6.5
- Wirelength per Cell: 26.2 um
- Initial Utilization: around 41%
- Ratio of cells with drive above 1 in the final layout: about 8.5%
- Register share after synthesis: 0%
- Leak: approximately 4.2 nW
- Most used logic cell in the final layout: nand2_1
- # diodes: 0
- Power after layout: around 0.27 mW
- Hold WC Path Type: in -> out
- Log Warnings: between 100 and 150
- GR Overflow Total: 0
- Top Layout Cells: nand2_1, ha_1, o21ai_0
- Crit path capture type: primary output
- Site row count: around 53
- Max Clock Freq: 85.4 MHz
- Final period utilization: ~65%
- Yosys stat chip area: a little under 9000 sq um
- Initial antenna violation count: 0
- CORE AREA: around 21000 sq um
- Rel. slew slack: between 30% and 40%
- FFs & Latches: 0
synth_stat cells, types with 4 or more instances:
master | number | area (sq um)
o31ai_1 | 9 | 67.6
nor2_1 | 108 | 405
a31oi_1 | 14 | 87.6
and3_1 | 10 | 62.6
xor2_1 | 4 | 35.0
a22oi_1 | 4 | 30.0
o211ai_1 | 23 | 173
buf_4 | 5 | 37.5
a221o_1 | 8 | 80.1
o21a_1 | 8 | 60.1
buf_1 | 8 | 30.0
o221ai_1 | 8 | 70.1
inv_1 | 99 | 372
mux2i_1 | 51 | 510
nor3_1 | 35 | 175
nor2b_1 | 12 | 75.1
a2111oi_0 | 8 | 70.1
or4_1 | 5 | 37.5
nand3_1 | 30 | 150
o21ai_0 | 111 | 556
a211o_1 | 6 | 52.6
ha_1 | 113 | 1410
a211oi_1 | 26 | 195
nor4_1 | 15 | 93.8
a21oi_1 | 109 | 546
mux4_2 | 31 | 698
nand2_1 | 137 | 514
o22ai_1 | 16 | 100
o21bai_1 | 14 | 105
o211a_1 | 4 | 40.0
mux2_2 | 25 | 282
nand2b_1 | 12 | 75.1
o21ai_1 | 8 | 40.0
clkbuf_1 | 72 | 270
buf_2 | 17 | 85.1
or2_2 | 5 | 31.3
a311oi_1 | 4 | 35.0
nand3b_1 | 4 | 30.0
a221oi_1 | 32 | 280
a21o_1 | 17 | 128
xnor2_1 | 19 | 166
nand4_1 | 6 | 37.5
o2111ai_1 | 7 | 61.3
or3_1 | 9 | 56.3
cell families (layout without fill, tap and decap cells):
group	count (synthesis)	count (layout)	share of synthesized area (%)
simple gates	398	398	20.9
xor+xnor	23	23	2.29
compound gates	456	456	34.0
mux	107	107	17.0
buf+inv	205	238	9.30
fa+ha+maj	115	115	16.6
stage by stage:
| stage | setup slack (ns) | area [sq um] |
|---|---|---|
| floorplan | 7.69 | 8780 |
| global placement | 6.45 | 9950 |
| detailed placement | 6.48 | 9950 |
| CTS | 6.46 | 9950 |
| global route | 6.12 | 9950 |
| finish | 6.38 | 9950 |
worst paths after layout:
check | to | startpoint | slack [ns] | depth (start not counted)
min | result[1] | in_2[1] | 8.52 | 4
max | bcond | in_2[2] | 6.38 | 14
critical path, cell delays in order:
cell and delay [ns]:
buf_2 0.53, clkinv_1 0.15, buf_4 0.29, ha_1 0.57, nor2_2 0.07, o311a_1 0.34, o41a_1 0.39, nor2b_4 0.16
nor4b_4 0.50, a21oi_2 0.16, a211oi_4 0.35, o2111ai_1 0.16, o211ai_1 0.22, clkdlybuf4s50_1 0.54
layer usage:
metal	vias to the layer above	track usage, %
li1	4883	-
met1	5002	56.4
met2	553	58.6
met3	76	3.49
met4	0	11.9
met5	-	0.455
power by group:
part	total (mW)	switching [mW]	internal [mW]
Clock	0	0	0
Sequential	0	0	0
Combinational	0.274	0.165	0.110
Total	0.274	0.165	0.110
cell type report:
| class | count | area [sq um] | share of cell area, % |
|---|---|---|---|
| inverters | 102 | 383 | 3.85 |
| multi-input cells | 1099 | 7970 | 80.1 |
| repair buffers | 136 | 1250 | 12.6 |
| well taps | 275 | 344 | 3.46 |
No activity file was given, so power comes from the tool's default toggle rates.
