## config.mk

```make
export PLATFORM = sky130hd
export DESIGN_NAME = mux41
export DESIGN_NICKNAME = mux41
export VERILOG_FILES = /design/flow/design.v
export SDC_FILE = /design/flow/constraint.sdc
export NUM_CORES = 4
export LEC_CHECK = 1
export CORE_AREA = 10 10 84 84
export DIE_AREA = 0 0 94 94
```

## constraint.sdc

```tcl
current_design mux41

set clk_period 1.1
set clk_io_pct 0.2

create_clock -name clk0 -period $clk_period

set non_clock_inputs [all_inputs -no_clocks]
set_input_delay [expr $clk_period * $clk_io_pct] -clock clk0 $non_clock_inputs
set_output_delay [expr $clk_period * $clk_io_pct] -clock clk0 [all_outputs]
```

## design.v

```verilog
module mux41 #(parameter data_width = 32) (S, D0, D1, D2, D3, Y);
    input [1 : 0]S; 
    input [data_width-1 : 0] D0; 
    input [data_width-1 : 0] D1;
    input [data_width-1 : 0] D2; 
    input [data_width-1 : 0] D3;
    output reg [data_width-1 : 0] Y;
    always @(*)begin 
        case(S) 
            2'b00 : Y = D0;
            2'b01 : Y = D1;
            2'b10 : Y = D2;
            2'b11 : Y = D3;
        endcase
    end
endmodule
```

## run.sh

```bash
#!/bin/bash
# OpenROAD 26Q1-2900-gdf79404cd8, Yosys 0.63+post, stock flow scripts
make -C /OpenROAD-flow-scripts/flow DESIGN_CONFIG=/design/flow/config.mk WORK_HOME=/design/flow/orfs finish
```

==> out/results.ini <==
[outcome]
run_status=finished with violations
violations=negative setup slack

[routing]
via_count=1177
drt_wl_total_mm=6.61
post_drt_wl_per_cell_microns=24.0
route.detailed.drc=0
firstDrtPassIters=3
viasPerCell=4.28
drt-initial-drc-count=10
ant_nets=0

[finish]
final_util=0.453
layout-drive-gt1-share=0.369
area_delta_synth_final_pct=189
seq_area_sq_um=0
flop-count=0
layout.area.comb_sq_um=721
fillers=530
stdcell_count=275
clock_buffers=0

[final_timing]
finalCritPeriodShare=1.24
setup_viol=32
finalMaxSlewViolations=0
tns_ps=-7350
fmax_ghz=0.734
hold_ws_ps=924
worst_pin_slew_ps=194
worst_slack_ps=-262
rsz0062_at_grt=yes
min_period_ps=1360
maxSlewHeadroom=0.870
hold_viol=0

[worst_setup_path]
critical_path_class=input pin to output pin
cp.arrival_ps=1140
cp_max_fo=6
start_kind=input pin
critical_path.cell_chain=buf_16 -> buf_12 -> mux4_2 -> buf_2
cpPeakStageDelay_ps=510
end_kind=output pin
required_ps=880
crit_slowest_cell=mux4_2

[place]
dp_cells=267
portBuffers=162
post-place-ws_ps=-873
hpwl_mm=5.68
globalplace.congestion=0.910

[floorplan]
die-area_sq_um=8840
initial_utilization=0.156
coreArea_sq_um=5200
rows=26
num_io_pins=162
die_y_microns=94
chipWidth_microns=94

[synthesis]
ys_seq_share=0
syn_area_per_cell_sq_um=20.9
netlist_instances=39
ys_chip_area_sq_um=815
synthDistinctLibCells=5
yosys_cells=39
synth_area_sq_um=815
yosysWarnings=1

[pwr]
p_leak_nw=1.13
vdd_drop_max_uv=173
power_density_nw_per_um2=336

[clock_tree]
ctsHoldBuffers=0
post_cts_buffers=0

[grt]
grt_pass1_wl_mm=9.22
grt_pass1_vias=1399
grt_overflow=0
antenna_found_initial=2
grt_use_total=0.141
grt_max_degree=17

[run]
cap_violations=0
warnings=35

[worst_hold_path]
min_path_cells=3
hp-class=input pin to output pin

## worst max-delay path, delay by kind of cell
family | cells | cell delay (ps)
buffers and inverters | 3 | 400
muxes | 1 | 510
## layer usage
layer / routed length, microns / vias up / global-route usage
li1: - / 544 / -
met1: 2300 / 567 / 0.160
met2: 3770 / 64 / 0.263
met3: 521 / 2 / 0.0404
met4: 26 / 0 / 0.0165
met5: 0 / - / 0
## cells in the mapped netlist
cell type   n  area (sq um)
buf_2       3          15.0
mux4_2     30           676
mux4_1      2          52.6
buf_6       1          11.3
buf_12      3          60.1
## cell type report
| cell class | count | share of cell area |
|---|---|---|
| repair buffers | 171 | 0.655 |
| multi-input cells | 32 | 0.306 |
| well taps | 70 | 0.0372 |
| diodes | 2 | 0.00212 |
## report_power, final
group / switching [W] / internal (W) / total, W
Sequential: 0 / 0 / 0
Clock: 0 / 0.000000000243 / 0.000000000243
Combinational: 0.000212 / 0.000580 / 0.000792
Total: 0.000212 / 0.000580 / 0.000792
## final timing paths
check	start	endpoint	slack, ps
hold / removal	D3[7]	Y[7]	920
setup / recovery	S[0]	Y[20]	-260
## metrics by stage
stage	instance area, sq um	power [W]
CTS	2330	0.000801
floorplan	823	0.000261
global placement	2480	0.000983
global route	2360	0.000853
detailed placement	2480	0.000988
finish	2360	0.000792
## layout by cell type (no fill, tap or decap), drive strengths merged
cell type / instances
mux4: 32
dlygate4sd2: 128
clkbuf: 1
buf: 42
diode: 2
## cells by family (layout without fill, tap and decap cells)
| kind of cell | after synthesis | in the layout | synth area share |
|---|---|---|---|
| multiplexers | 32 | 32 | 0.894 |
| buffers and inverters | 7 | 171 | 0.106 |
| other | 0 | 2 | 0 |
## repair_timing
action	in CTS	in global routing
gates cloned	5	1
endpoints found under the hold margin	0	0
endpoints found under the setup margin	32	32
resized	255	2
No activity file was given, so power comes from the tool's default toggle rates.
