File: design.v
module alu #(parameter data_width = 16) (
	input [data_width - 1 : 0] A, 
	input [data_width - 1 : 0] B, 
	input [3 : 0] FuncCode,
       	output reg [data_width - 1: 0] C,
       	output reg OverflowFlag);
initial begin
	C = 0;
	OverflowFlag = 0;
end   	
always @(*) begin
	case(FuncCode)
        4'b0000: begin
            C = A + B;
			if(A[data_width-1] && B[data_width-1] && ~C[data_width-1])
				OverflowFlag = 1;  
			else if(~A[data_width-1] && ~B[data_width-1] && C[data_width-1])
				OverflowFlag = 1;  
			else
				OverflowFlag = 0;
        end
        4'b0001: begin
            C = A - B;
			if(A[data_width-1] && ~B[data_width-1] && ~C[data_width-1])
				OverflowFlag = 1;  
			else if(~A[data_width-1] && B[data_width-1] && C[data_width-1])
				OverflowFlag = 1;  
			else
				OverflowFlag = 0;
        end
        4'b0010: begin
            C = A;
            OverflowFlag = 0;
        end
        4'b0011: begin
            C = ~A;
            OverflowFlag = 0;
        end
        4'b0100: begin
            C = A & B;
            OverflowFlag = 0;
        end
        4'b0101: begin
            C = A | B;
            OverflowFlag = 0;
        end
        4'b0110: begin
            C = ~(A & B);
            OverflowFlag = 0;
        end
        4'b0111: begin
            C = ~(A | B);
            OverflowFlag = 0;
        end
        4'b1000: begin
            C = A ^ B;
            OverflowFlag = 0;
        end
        4'b1001: begin
            C = ~(A ^ B);
            OverflowFlag = 0;
        end
        4'b1010: begin
            C = A << 1;
            OverflowFlag = 0;
        end
        4'b1011: begin
            C = A >> 1;
            OverflowFlag = 0;
        end
        4'b1100: begin
            C = A <<< 1;
            OverflowFlag = 0;
        end
        4'b1101: begin
            C = $signed(A) >>> 1;
            OverflowFlag = 0;
        end
        4'b1110: begin
            C = ~A + 1;
            OverflowFlag = 0;
        end
        4'b1111: begin
            C = 0;
            OverflowFlag = 0;
        end
        default: begin
            C = 0;
            OverflowFlag = 0;
        end
	endcase
end
endmodule
File: run.sh
#!/bin/bash
# OpenROAD 26Q1-2900-gdf79404cd8, Yosys 0.63+post, stock flow scripts
make -C /OpenROAD-flow-scripts/flow DESIGN_CONFIG=/design/flow/config.mk WORK_HOME=/design/flow/orfs finish
File: constraint.sdc
current_design alu

set clk_period 10.3
set clk_io_pct 0.2

create_clock -name clk0 -period $clk_period

set non_clock_inputs [all_inputs -no_clocks]
set_input_delay [expr $clk_period * $clk_io_pct] -clock clk0 $non_clock_inputs
set_output_delay [expr $clk_period * $clk_io_pct] -clock clk0 [all_outputs]
File: config.mk
export PLATFORM = sky130hd
export DESIGN_NAME = alu
export DESIGN_NICKNAME = alu
export VERILOG_FILES = /design/flow/design.v
export SDC_FILE = /design/flow/constraint.sdc
export NUM_CORES = 4
export LEC_CHECK = 1
export CORE_UTILIZATION = 50
==> results.ini <==
[floorplanning]
chipWidth_um = 92.1
die_height_um = 92.1
initial_utilization = 0.522
chipArea_mm2 = 0.00847
num_rows = 32
coreArea_mm2 = 0.00777
io-pin-count = 53

[route]
route.met3.wl_um = 1760
routed_wire_length_per_instance_um = 21.0
drt_pass1_iterations = 5
detailedRoute.firstIterationViolations = 475
routed-via-count = 4965
antenna_cells = 0
drc = 0
total_routed_wirelength_um = 15500
detail_route.wirelength.met1_um = 6500
route.met2.wl_um = 6600
dr.max_layer_used = met4
route.antenna.remaining_nets = 0
vias_per_cell = 6.72

[final_timing]
timing_max_transition_violations_final = 0
tightest_slew_ps = 867
total_negative_setup_slack_ps = 0
post-route-min-period_ps = 7740
maxClockFrequency_ghz = 0.129
timing.final.setup_violations = 0
rsz_0062_raised_after_global_routing = false
final_hold_viol_count = 0
slew_headroom = 0.421
timing.final.crit_share = 0.751

[run_status]
run_status = completed

[synthesis]
synth-warning-count = 1
netlist_instances = 625
synth.yosys.seq_area_share = 0
avgSynthCellArea_um2 = 6.49
yosys-stat-area_mm2 = 0.00406
mappedNetlistArea_mm2 = 0.00406
synth.yosys.num_cells = 625
synth_cell_type_count = 80

[worst_setup_path]
setup.worst_path.end_class = output pin
critPathMaxStageDelay_ps = 730
crit_type = in -> out
crit_path_top_delay_cell = clkdlybuf4s50_1
critical_path_start_type = input pin
critPathMostFrequentCell = clkdlybuf4s50_1
required_worst_endpoint_ps = 8240
crit_path_max_fanout = 11
critical_path_data_arrival_time_ps = 5680
worst_path_dominant_cell_family = AND-OR/OR-AND gates
worstPathCellList = clkdlybuf4s50_1 > inv_1 > ha_1 > nor2_1 > o311a_1 > o41a_1 > a2111o_1 > o221a_2 > nor3_1 > a31o_1 > clkdlybuf4s50_1
critPathBufInv = 3

[finish]
multi_input_comb_area_mm2 = 0.00361
clkbuf_count = 0
mostFrequentLayoutCell = nor2_1
flow.area_growth_from_synthesis_pct = 11.4
flop-count = 0
lay_top_cells = nor2_1 (57), inv_1 (52), nand2_1 (51)
post_route_cells_drive_above_1_share = 0.0502
fillerInstances = 774
final_cell_count_no_fill = 739
final-seq-area_um2 = 0

[place]
gpl.final_weighted_congestion = 0.977
io_buffer_count = 53
hpwlAfterDp_um = 11300
numPlacedInstances = 739

[pwr]
comb_power_share = 1.000
clkPwrFrac = 0
p_int_mw = 0.102
leakage_power_of_the_design_nw = 1.81
total_power_mw = 0.240
total_switching_power_mw = 0.138
switching_share = 0.575
seqPwrFrac = 0
power.ir.vdd_worst_mv = 0.0343
pd_cells_mw_per_mm2 = 53.2

[global_route]
grt_overflow_total = 0
grt_pass1_wl_um = 24700
antenna_found_initial = 0
first_global_vias = 4591
grt_start_max_net_pins = 61
grt_util_all_layers = 0.380

[run]
cap_violations = 0
tool_warnings = 66

[cts]
holdBufCountCts = 0
post_cts_resized = 0
cts_post_setup_buffers_inserted = 0

[worst_hold_path]
hp-class = in -> out

==> routing by layer <==
layer / track usage / up-vias
met5: 0 / -
met4: 0.139 / 0
met3: 0.0759 / 54
met2: 0.568 / 307
met1: 0.540 / 2248
li1: - / 2356
==> worst paths after layout <==
kind | startpoint | end | slack (ps) | cells past startpoint
max | A[2] | C[14] | 2560 | 11
min | FuncCode[2] | C[2] | 5160 | 4
==> Yosys cell counts, types with 5 or more instances <==
cell      number  area, µm²
nor2_1        57        214
inv_1         52        195
nand2_1       51        191
ha_1          50        626
a21oi_1       49        245
o21ai_0       45        225
o22ai_1       24        150
clkbuf_1      22       82.6
nor3_1        17       85.1
buf_2         15       75.1
a22oi_1       14        105
nand2b_1      14       87.6
nand3_1       14       70.1
o211ai_1      13       97.6
xnor2_1       13        114
a211oi_1      12       90.1
nor2b_1        9       56.3
o221ai_1       8       70.1
o32ai_1        8       70.1
mux2i_1        7       70.1
buf_1          6       22.5
nand4_1        6       37.5
xor2_1         6       52.6
a21o_1         5       37.5
nor4_1         5       31.3
o31ai_1        5       37.5
==> cell families (layout without fill, tap and decap cells) <==
group	count (synthesis)	after routing	share of synthesized area
and+or+nand+nor	198	198	0.241
buffers and inverters	103	115	0.112
xor gates and xnor gates	19	19	0.0410
AOI/OAI and AO/OA	243	243	0.411
muxes	10	10	0.0312
adders and majority gates	52	52	0.164
==> power groups by stage <==
stage         registers (mW)  logic [mW]  clock network [mW]
CTS                        0       0.235                   0
global route               0       0.262                   0
finish                     0       0.240                   0
==> final cells by class <==
| class | instances | area share |
|---|---|---|
| Multi-Input combinational cell | 522 | 0.800 |
| Timing Repair Buffer | 62 | 0.128 |
| Tap cell | 102 | 0.0282 |
| Inverter | 53 | 0.0440 |
==> through the flow <==
stage	cell area, µm²	hold slack, ps	setup WS, ps	util
after floorplan	4060	4220	3870	-
after global placement	4520	5120	2660	0.582
after detailed placement	4520	5140	2650	0.582
after CTS	4520	5140	2620	0.582
after global routing	4520	5200	2320	0.582
final	4520	5160	2560	0.582
Power and IR drop assume default switching activity.
