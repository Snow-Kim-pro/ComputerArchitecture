File: ./config.mk
export PLATFORM = sky130hd
export DESIGN_NAME = RegisterBuffer
export DESIGN_NICKNAME = RegisterBuffer
export VERILOG_FILES = /design/flow/design.v
export SDC_FILE = /design/flow/constraint.sdc
export NUM_CORES = 4
export LEC_CHECK = 1
export CORE_UTILIZATION = 30
File: ./constraint.sdc
current_design RegisterBuffer

set clk_period 1.0
set clk_io_pct 0.2

create_clock -name clk0 -period $clk_period [get_ports {clk}]

set non_clock_inputs [all_inputs -no_clocks]
set_input_delay [expr $clk_period * $clk_io_pct] -clock clk0 $non_clock_inputs
set_output_delay [expr $clk_period * $clk_io_pct] -clock clk0 [all_outputs]
File: ./design.v
module RegisterBuffer(reset, clk, rs1_dout, rs2_dout, A, B);
    input reset;
    input clk;
    input [31:0] rs1_dout;
    input [31:0] rs2_dout;
    output reg [31:0] A;
    output reg [31:0] B;
    always @(posedge clk) begin
        if (reset) begin
            A <= 0;
            B <= 0;
        end else begin
            A <= rs1_dout;
            B <= rs2_dout;
        end
    end
endmodule
File: ./run.sh
#!/bin/bash
# OpenROAD 26Q1-2900-gdf79404cd8, Yosys 0.63+post, stock flow scripts
make -C /OpenROAD-flow-scripts/flow DESIGN_CONFIG=/design/flow/config.mk WORK_HOME=/design/flow/orfs finish
==> metrics.csv <==
stage,metric,value,unit
status,status,"finished, final reports clean",
global_route,largest net degree at the start of global routing,24,
global_route,initial antenna violation count,0,
critical_path,WP data arrival,0.74,ns
floorplanning,Die X,81.96,um
power,clock share of power,0.391,
clocking,Setup Buffers After CTS,0,
sta,Max-slew headroom,0.8780,
worst_hold_path,Worst Hold Path Cells,2,
sta,final hold violation count,0,
critical_path,CP bufs+invs,1,
power,power share of the combinational group,0.103,
global_route,total grt overflow,0,
synth,top cell type by total area after synthesis,dfxtp_1,
sta,final setup TNS,0,ns
clocking,CTS Buf Count,9,
power,leakage,1.422,nW
floorplanning,chip height,81.96,um
synth,yosys stat area,1918,um2
critical_path,Startpoint Class,flip-flop,
synth,Synth Seq Share,0.6680,
final_layout,# fillers,557,
drt,Inserted Diodes,0,
clocking,root buffer cell,clkbuf_8,
clocking,TritonCTS clock tree,yes,
critical_path,cell family with most CP delay,flip-flops,
global_route,vias in the first global route,1289,
global_route,GRT Util Overall,0.1332,
placement,GP Congestion,0.7832,
power,sequential power share,0.505,
sta,final setup margin,0.05594,ns
sta,Pins Over Slew Limit,0,
floorplanning,Rows,28,
power,Switching Power,0.001070,W
synth,Post-synth regs,64,
final_layout,Sequential cell area,1287,um2
clocking,clock slew at reported path FFs,0.07,ns
synth,"count leader, synth",dfxtp_1,
power,switch share,0.1992,
sta,Fmax,1.059,GHz
synth,Synth Warn #,1,
global_route,first-pass GRT wire length,6430,um
final_layout,final cell count without fillers,350,
final_layout,share of layout cells above drive strength 1,0.5345,
floorplanning,die area,6717,um2
synth,Largest cells by area,"dfxtp_1, nor2b_2, buf_6",
sta,Final setup viols,0,
drt,DR pass1 iterations,2,
clocking,clock sinks,64,
placement,DP Worst Slack,0.01419,ns
sta,RSZ-0062 raised after global routing,no,
synth,cell count listed in synth_stat.txt,135,
worst_hold_path,min-delay src,reset,
synth,flip-flops with a built-in enable,0,
floorplanning,core area,6061,um2
drt,Post-Route WL,4403,um
synth,Dominant cell area share,0.6680,
clocking,CTS max path bufs,2,
drt,Routed Antenna Nets,0,
critical_path,Worst Path Max Fanout,1,
critical_path,highest-delay cell along the critical path,dfxtp_2,
critical_path,WS Path Type,reg -> out,
sta,crit share post-route,0.9441,
synth,top post-synthesis cells by count,"dfxtp_1, nor2b_2, buf_6",
worst_hold_path,Min-Delay Path Class,in -> reg,
flow_run,Log Warnings,25,
synth,Post-Syn Instances,135,
synth,syn avg cell area,14.21,um2
drt,WL/cell,12.58,um
drt,Vias,1345,
clocking,CTS H-tree depth,3,
worst_hold_path,Worst Hold End,B[27]$_SDFF_PP0_,
floorplanning,fp util,0.3165,
placement,placed insts,335,
sta,Tmin final,0.9441,ns
drt,# DRC,0,
critical_path,Worst setup EP type,primary output,
synth,main flop type,dfxtp_1,
synth,Synth Cell Area,1918,um2
drt,DR iter-0 viols,7,
critical_path,CP max stage delay,0.31,ns
final_layout,Area Overhead vs Synth,64.06,%
floorplanning,IO Count,130,
synth,async set-reset flop share out of synthesis,0,
power,Pwr Density,1707,nW/um2
power,Int Pwr,0.004302,W
critical_path,crit path DRT,0.80,ns
flow_run,max-cap violations,0,
drt,vias per cell,3.843,
final_layout,Combinational Area,550.5,um2
sta,measured slew at the worst slew-check pin,0.1829,ns
placement,post-DP HPWL,3252,um
critical_path,CP Cell Sequence,buf_2,
placement,PortBufs,129,
power,VDD IR max,1.170,mV
synth,Unique cell types,5,
==> routing by layer <==
layer | vias to the layer above | GRT usage | part of all wire
met5 | - | 0 | 0
met4 | 0 | 0.03860 | 0.024
met3 | 12 | 0.04059 | 0.11
met2 | 79 | 0.2083 | 0.46
met1 | 581 | 0.1810 | 0.41
li1 | 673 | - | -
==> layout by cell type (no fill, tap or decap) <==
| cell | synthesis | layout |
|---|---|---|
| buf_12 | 0 | 3 |
| buf_4 | 0 | 1 |
| bufinv_16 | 0 | 1 |
| buf_2 | 0 | 60 |
| nor2b_1 | 4 | 4 |
| clkbuf_2 | 0 | 4 |
| clkdlybuf4s50_1 | 0 | 64 |
| dfxtp_1 | 64 | 59 |
| clkinv_2 | 0 | 3 |
| clkbuf_1 | 0 | 1 |
| dfxtp_2 | 0 | 5 |
| clkbuf_8 | 0 | 10 |
| nor2b_2 | 60 | 60 |
==> cells by family after synthesis <==
family / after synthesis / synth area share
simple gates: 64 / 0.2870
flops: 64 / 0.6680
buf+inv: 7 / 0.04501
==> registers in the layout, indices dropped and copies added, names as in the netlist <==
register  flops
A            32
B            32
==> worst max path at each step <==
stage           startpoint     to  depth (start not counted)
6_report  B[14]$_SDFF_PP0_  B[14]                          1
5_1_grt    A[8]$_SDFF_PP0_   A[8]                          1
4_1_cts    B[3]$_SDFF_PP0_   B[3]                          1
==> area by class of cell <==
| type | count | area share |
|---|---|---|
| clock buffers | 11 | 0.04493 |
| repair buffers | 132 | 0.3268 |
| flip-flops and latches | 64 | 0.4091 |
| well taps | 75 | 0.02982 |
| multi-input cells | 64 | 0.1750 |
| clock inverters | 4 | 0.01431 |
==> power groups by stage <==
stage	Sequential, W	Clock (W)	Combinational [W]
after CTS	0.00271	0.00216	0.000573
after global routing	0.00273	0.00231	0.000611
final	0.00271	0.00210	0.000555
==> timing repair <==
| item | in CTS | in global routing |
|---|---|---|
| endpoints found under the hold margin | 0 | 0 |
| hold buffers | 0 | 0 |
| gates cloned | 0 | 0 |
| gates resized | 195 | 6 |
| setup endpoints to repair | 64 | 4 |
==> metrics by stage <==
step / hold slack, ns / utilization / total power [W] / area, um2
finish: 0.1707 / 0.5192 / 0.005372 / 3147
global route: 0.1678 / 0.5192 / 0.005647 / 3147
CTS: 0.1640 / 0.5221 / 0.005449 / 3164
detailed placement: 0.5175 / 0.5403 / 0.003465 / 3274
global placement: 0.5132 / 0.5403 / 0.003464 / 3274
floorplan: 0.3282 / - / 0.002937 / 1918
No activity file was given, so power comes from the tool's default toggle rates.
