==> /design/flow/design.v <==
module BranchPredictor #(parameter ENTRIES = 32)(
    input wire clk,
    input wire reset,
    input wire [31:0] pc_addr,      
    input wire valid,               
    input wire taken,               
    input wire [31:0] ex_addr,      
    input wire [31:0] target_addr,  
    output reg hit,                     
    output reg prediction,              
    output reg [31:0] predicted_target  
);
    reg [31:0] btb_table [31:0];   
    reg [24:0] tag_table [31:0];   
    reg [1:0] pht [31:0];   
    wire [ 4:0] index = pc_addr [ 6:2];  
    wire [24:0]   tag = pc_addr [31:7];  
    wire [ 4:0] exidx = ex_addr [ 6:2];  
    wire [24:0] extag = ex_addr [31:7];  
    wire [4:0] pht_idx = exidx ^ BHSR;
    reg  [4:0] BHSR;
    integer i;
    always @(posedge clk) begin
        if (reset) begin
            for (i = 0; i < ENTRIES; i++) begin
                btb_table[i] <= 0;  
                tag_table[i] <= {25{1'b1}};                                              
                pht[i] <= 2'b01;   
            end
            BHSR <= 0;
        end else begin
            if (valid) begin
                if (taken) begin                   
                    tag_table[exidx] <= extag;
                    btb_table[exidx] <= target_addr;
                    pht[pht_idx] <= (pht[pht_idx] < 3) ? pht[pht_idx] + 1 : pht[pht_idx];   
                    BHSR <= (BHSR << 1) | 1;
                end else begin 
                    pht[pht_idx] <= (pht[pht_idx] > 0) ? pht[pht_idx] - 1 : pht[pht_idx];   
                    BHSR <= (BHSR << 1);
                end                
            end
        end
    end
    always @(*) begin
        if (tag_table[index] == tag && pht[index ^ BHSR] > 1) begin
            hit = 1;
            prediction = 1;
            predicted_target = btb_table[index];
        end else begin
            hit = 0;
            prediction = 0;
            predicted_target = 0;
        end
    end
endmodule
==> /design/flow/run.sh <==
#!/bin/bash
# OpenROAD 26Q1-2900-gdf79404cd8, Yosys 0.63+post, stock flow scripts
make -C /OpenROAD-flow-scripts/flow DESIGN_CONFIG=/design/flow/config.mk WORK_HOME=/design/flow/orfs finish
==> /design/flow/config.mk <==
export PLATFORM = sky130hd
export DESIGN_NAME = BranchPredictor
export DESIGN_NICKNAME = BranchPredictor
export VERILOG_FILES = /design/flow/design.v
export SDC_FILE = /design/flow/constraint.sdc
export NUM_CORES = 4
export LEC_CHECK = 1
export CORE_UTILIZATION = 50
==> /design/flow/constraint.sdc <==
current_design BranchPredictor

set clk_period 21.0
set clk_io_pct 0.2

create_clock -name clk0 -period $clk_period [get_ports {clk}]

set non_clock_inputs [all_inputs -no_clocks]
set_input_delay [expr $clk_period * $clk_io_pct] -clock clk0 $non_clock_inputs
set_output_delay [expr $clk_period * $clk_io_pct] -clock clk0 [all_outputs]
==> flow_metrics.tcl <==
# metrics dict for downstream scripts
set metrics [dict create \
    status "finished clean" \
    power_density_nw_per_um2 86.02 \
    path_cells "buf_8 -> buf_4 -> buf_4 -> buf_4 -> buf_4 -> buf_4 -> mux4_2 -> mux4_2 -> nand2_1 -> nand2_1 -> nand2_1 -> nor4_2 -> clkdlybuf4s50_1" \
    end_kind "output pin" \
    cts_tree "done" \
    yosysCellCount 5649 \
    ys_ff 1893 \
    timing.final.crit_share_pct 69.36 \
    fin_cells 8030 \
    worstPathArrival_ps 10370 \
    postSynthSeqShare_pct 64.96 \
    synth.cell_area_um2 87420 \
    vias_per_cell 6.111 \
    relSlewSlack_pct 31.30 \
    timing.fmax_ghz 0.06866 \
    drt_first_pass_iters 5 \
    die-area_um2 176500 \
    routabilityCongestion 0.8509 \
    edf_count 1888 \
    cts.path.max_buffers 3 \
    die_w_um 420.1 \
    drt_iter0_drc 3099 \
    async_flop_share_pct 0 \
    antenna_found_initial 9 \
    grt_max_degree 117 \
    clk_latency_ps 820 \
    coreArea_um2 173800 \
    cts_buffers 199 \
    ys_area_um2 87420 \
    warnings 36 \
    nFillCells 13260 \
    grt_usage_pct 33.37 \
    fp_util_pct 50.30 \
    areaGrowthSynthToFinish_pct 10.80 \
    hp-start "BHSR[0]" \
    crit_fanout 53 \
    rrSetupSlack_ps 17440 \
    cts_num_sinks 1893 \
    ys.warnings.count 1 \
    start_kind "input port" \
    hold_buffers 0 \
    avgSynthCellArea_um2 15.48 \
    numPlacedInstances 7671 \
    cts-resized-gates 0 \
    yosysTopAreaCell "edfxtp_1" \
    cp_slowest_cell "buf_4" \
    startpoint "pc_addr[3]" \
    vdd_drop_max_uv 78.67 \
    drc 0 \
    layout_min_cycle_time_ps 14570 \
    skew_ps 9.092 \
    num_rows 153 \
    worst_pin_slew_ps 1023 \
    crit-reg2reg-launch "BHSR[0]" \
    synth_top_area_share_pct 64.85 \
    crit_top_cell "buf_4" \
    hold_ws_ps 555.6 \
    rsz0062_at_grt "no" \
    topCellsByArea "edfxtp_1, mux4_2, and2_1, or3_1, clkbuf_1" \
    port_buffers 129 \
    vias 49070 \
    drv_slew 0 \
    wl_per_cell_um 32.06 \
    grt_pass1_vias 52160 \
    ff_type "edfxtp_1" \
    min-delay-path-class "reg2reg" \
    fin_ws_ps 6434 \
    layout-drive-gt1-share_pct 19.35 \
    antenna_left 0 \
    grt_pass1_wl_mm 370.5 \
    synthCells 5649 \
    grt_overflow 0 \
    routed_wl_mm 257.5 \
    synth.distinct_cells 60 \
    setup_violations 0 \
    required_ps 16800 \
    postCtsSetupBuffers 0 \
    place_hpwl_mm 140.6 \
    slowest_delay_ps 750 \
    post-place-ws_ps 6326 \
    path_class "in2out" \
    die_h_um 420.1 \
    cap_violations 0 \
    leakagePower_nw 31.34 \
    h-tree-depth 4 \
    clkTransAtPathRegs_ps 60 \
    hold_violations 0 \
    clock-root-buffer "clkbuf_16" \
    fin_setup_tns_ps 0 \
    ios 134 \
]
flip-flops by register name (all words and copies together), names as in the netlist:
| name | cells |
|---|---|
| tag_table | 800 |
| btb_table | 1024 |
| BHSR | 5 |
| pht | 64 |
cells in the final DEF, fill, tap and decap left out, drive strengths merged, types with 7 or more instances in the layout:
cell type	netlist	layout
a22oi	12	12
inv	7	17
xnor2	14	14
or3	803	803
nor3	19	19
nor4	40	40
a21oi	14	14
mux4	521	521
nand2	189	189
a221oi	28	28
xor2	23	23
clkinv	0	80
or2	33	33
and2	1028	1028
clkdlybuf4s50	0	123
mux2i	80	80
buf	126	215
o22ai	17	17
nor2b	13	13
o211ai	7	7
o21ai	22	22
clkbuf	515	258
nor2	94	94
nand3	42	42
mux2	10	10
edfxtp	1888	1888
nand2b	39	39
synthesized netlist by cell type, types with 10 or more instances:
master,count
o21ai_0,20
a22oi_1,12
buf_4,14
buf_6,12
nor2_1,94
mux4_2,521
and2_1,1028
a21oi_1,14
nand2_1,189
nand2b_1,39
buf_2,83
xnor2_1,14
buf_1,16
nor3_1,19
or3_1,803
xor2_1,23
clkbuf_1,515
nor4_2,31
edfxtp_1,1888
a221oi_1,28
o22ai_1,17
mux2i_1,80
nand3_1,42
nor2b_1,13
mux2_2,10
or2_2,33
worst max-delay path: cells and delay by family:
kind                   cells  cell delay (ps)
and+or+nand+nor            4              990
muxes                      2              610
buffers and inverters      7             4330
final cells by class:
type                       count  area (um^2)  share of cell area (%)
clock buffer                 258         5265                   5.435
antenna                        6        15.01                 0.01550
inverter                       7        36.28                 0.03746
clock inverter                95        579.3                  0.5981
timing repair buffer         338         2904                   2.998
multi-input combinational   3108        28360                   29.28
tap                         2325         2909                   3.003
sequential                  1893        56790                   58.63
cell families after synthesis:
logic type / after synthesis / synth area share [%]
xor gates and xnor gates: 37 / 0.3707
DFF: 1893 / 64.96
and+or+nand+nor: 2322 / 15.97
AOI/OAI and AO/OA: 136 / 1.125
adders and majority gates: 2 / 0.02290
muxes: 611 / 14.47
buffers and inverters: 648 / 3.083
worst paths after layout:
check                        endpoint  cells past startpoint
setup / recovery  predicted_target[0]                     13
hold / removal                BHSR[0]                      2
setup reg to reg           pht[11][0]                      8
hold reg to reg               BHSR[0]                      2
metrics by stage:
step	total power [mW]	util (%)	cell area, um^2
floorplan	4.875	-	87420
global placement	5.158	52.35	91000
detailed placement	5.167	52.36	91000
CTS	8.383	55.72	96850
global route	8.578	55.72	96850
finish	8.332	55.73	96860
routing by layer:
metal / wire length [um] / up-vias / global-route usage (%)
met1: 83660 / 24280 / 43.42
li1: - / 21230 / -
met5: 185 / - / 1.306
met3: 40130 / 489 / 22.05
met2: 124600 / 3064 / 49.03
met4: 8867 / 12 / 8.795
where the power goes:
part / internal, mW / switching, mW / total (mW)
clock network: 1.81 / 1.44 / 3.25
registers: 4.34 / 0.0454 / 4.39
logic: 0.256 / 0.443 / 0.699
total: 6.41 / 1.92 / 8.33
No activity file was given, so power comes from the tool's default toggle rates.
